--- flow/run.sh ---
#!/bin/bash
# OpenROAD 26Q1-2900-gdf79404cd8, Yosys 0.63+post, stock flow scripts
make -C /OpenROAD-flow-scripts/flow DESIGN_CONFIG=/design/flow/config.mk WORK_HOME=/design/flow/orfs finish
--- flow/config.mk ---
export PLATFORM = sky130hd
export DESIGN_NAME = datapath_sequence
export DESIGN_NICKNAME = datapath_sequence
export VERILOG_FILES = /design/flow/design.v
export SDC_FILE = /design/flow/constraint.sdc
export NUM_CORES = 4
export LEC_CHECK = 1
export CORE_UTILIZATION = 40
--- flow/constraint.sdc ---
current_design datapath_sequence

set clk_period 3.4
set clk_io_pct 0.2

create_clock -name clk0 -period $clk_period [get_ports {clk}]

set non_clock_inputs [all_inputs -no_clocks]
set_input_delay [expr $clk_period * $clk_io_pct] -clock clk0 $non_clock_inputs
set_output_delay [expr $clk_period * $clk_io_pct] -clock clk0 [all_outputs]
--- flow/design.v ---
module datapath_sequence (
	input        clk           ,  
	input        rst_n         ,  
	input  [7:0] address       ,
	input        ld_colour     ,
	input        next_colour   ,
	input        ld_value      ,
	input        reset_counter ,
	input        enable_counter,
	input  [8:0] x_input       ,
	input  [8:0] y_input       ,
	output [8:0] x             ,
	output [8:0] y             ,
	output [5:0] colour_out    ,
	output [5:0] counter
);
	wire [24:0] colour_data;
char_colour i_char_colour (
	.clk        (clk        ),
	.rst_n      (rst_n      ),
	.colour_data(colour_data),
	.ld_colour  (ld_colour  ),
	.next_colour(next_colour),
	.colour_out (colour_out )
);
char_coordinate i_char_coordinate (
	.clk           (clk           ),
	.rst_n         (rst_n         ),
	.ld_value      (ld_value      ),
	.reset_counter (reset_counter ),
	.enable_counter(enable_counter),
	.x_input       (x_input       ),
	.y_input       (y_input       ),
	.x             (x             ),
	.y             (y             ),
	.counter       (counter       )
);
pixel_decoder i_pixel_decoder (
	.address(address), 
	.colour_data(colour_data)
	);
endmodule
module char_coordinate (
	input            clk           ,  
	input            rst_n         ,  
	input            ld_value      ,
	input            reset_counter ,
	input            enable_counter,
	input      [8:0] x_input       ,
	input      [8:0] y_input       ,
	output reg [8:0] x             ,
	output reg [8:0] y             ,
	output reg [5:0] counter
);
	reg [8:0] x_start;
	reg [8:0] y_start;
	always@(posedge clk) begin
		if(~rst_n || reset_counter) begin
			counter <= 0;
			x       <= 0;
			y       <= 0;
		end  
		else begin
			if (ld_value) begin
				x_start <= x_input;
				y_start <= y_input;
				y <= y_input;
				x <= x_input;
			end  
			else if (enable_counter) begin
				if (counter[2:0] == 3'b100) begin
					counter[5:3] <= counter[5:3] +1;
					counter[2:0] <= 0;
				end
				else counter <= counter + 1;
			y <= y_start + (4*counter[5:3]);
			x <= x_start + (4*counter[2:0]);
			end  
		end  
	end  
endmodule  
module char_colour (
	input             clk        ,  
	input             rst_n      ,  
	input      [24:0] colour_data,
	input             ld_colour  ,
	input             next_colour,
	output reg [5:0] colour_out
);
	reg [24:0]colour;
	always@(posedge clk) begin
		if(~rst_n) begin
			colour <= 24'd0;
		end
		else if(ld_colour) begin
			colour <= colour_data;
		end
		else if(next_colour) begin
			colour <= (colour<<24'd1);
		end
		colour_out <= (!colour[24]) ? 6'b000000 : 6'b111111;
	end  
endmodule
module pixel_decoder(address,colour_data);
input [7:0]address;
output reg [24:0] colour_data;
always@(*) begin
	case(address)
		8'h45 : colour_data = 25'b01100_10010_11010_10110_01100;
		8'h16 : colour_data = 25'b00010_00110_01010_00010_00010;
		8'h1E : colour_data = 25'b11100_00010_00100_01000_11110;
		8'h26 : colour_data = 25'b11100_00010_01100_00010_11100;
		8'h25 : colour_data = 25'b00110_01010_10010_01111_00010;
		8'h2E : colour_data = 25'b01110_10000_11100_00010_11100;
		8'h36 : colour_data = 25'b01100_10000_11100_10010_01100;
		8'h3D : colour_data = 25'b11110_00010_00100_01000_01000;
		8'h3E : colour_data = 25'b01100_10010_01100_10010_01100;
		8'h46 : colour_data = 25'b01100_10010_01110_00010_01100;
		8'h1C : colour_data = 25'b01100_10010_10010_11110_10010;
		8'h32 : colour_data = 25'b11100_10010_11100_10010_11100;
		8'h21 : colour_data = 25'b01100_10010_10000_10010_01100;
		8'h23 : colour_data = 25'b11100_10010_10010_10010_11100;
		8'h24 : colour_data = 25'b11110_10000_11100_10000_11110;
		8'h2B : colour_data = 25'b11110_10000_11100_10000_10000;
		8'h34 : colour_data = 25'b01100_10000_10110_10010_01100;
		8'h33 : colour_data = 25'b10010_10010_11110_10010_10010;
		8'h43 : colour_data = 25'b11100_01000_01000_01000_11100;
		8'h3B : colour_data = 25'b00110_00010_00010_10010_01100;
		8'h42 : colour_data = 25'b10010_10100_11000_10100_10010;
		8'h4B : colour_data = 25'b10000_10000_10000_10000_11110;
		8'h3A : colour_data = 25'b10001_11011_10101_10001_10001;
		8'h31 : colour_data = 25'b10010_11010_10110_10010_10010;
		8'h44 : colour_data = 25'b01100_10010_10010_10010_01100;
		8'h4D : colour_data = 25'b11100_10010_11100_10000_10000;
		8'h15 : colour_data = 25'b01100_10010_10010_10010_01111;
		8'h2D : colour_data = 25'b11100_10010_11100_10010_10010;
		8'h1B : colour_data = 25'b01110_10000_01100_00010_11100;
		8'h2C : colour_data = 25'b11111_00100_00100_00100_00100;
		8'h3C : colour_data = 25'b10010_10010_10010_10010_01100;
		8'h2A : colour_data = 25'b10010_10010_10010_10100_01000;
		8'h1D : colour_data = 25'b10001_10001_10101_10101_01010;
		8'h22 : colour_data = 25'b10010_11010_01100_10110_10010;
		8'h35 : colour_data = 25'b10010_10010_11100_00100_01000;
		8'h1A : colour_data = 25'b11110_00010_01100_10000_11110;
		8'h49 : colour_data = 25'b00000_00000_00000_00000_00100;
		8'h05 : colour_data = 25'b00100_00100_00100_00000_00100;
		8'h06 : colour_data = 25'b01010_00010_00100_01000_01010;
		8'h04 : colour_data = 25'b01010_01010_00000_10001_01110;
		default : colour_data = 25'b00000_00000_00000_00000_00000;
		endcase  
		end 
		endmodule  
==> flow_metrics.tcl <==
# collected from the flow reports
set metrics [dict create \
    core-area_mm2 0.0117 \
    final_layout_size_suffix_gt1_share_pct 10.4 \
    final_critical_path_setup_slack_ns 0.568 \
    unrepaired_setup_endpoints_after_global_routing "no" \
    ioPinCount 63 \
    cp_data_arrival_time_ns 3.03 \
    drt_pre_antenna_iters 5 \
    timing.hold.worst.class "flip-flop to flip-flop" \
    netlist-cell-type-count 70 \
    maximum_count_of_clock_buffers_along_a_single_path 2 \
    r2r_cells 8 \
    crit_chain "clkdlybuf4s50_1 -> buf_4 -> ha_1 -> and2_1 -> o21ai_0 -> o211a_1 -> o31ai_1 -> a21boi_1" \
    dp_hpwl_mm 12.6 \
    grt_start_max_net_pins 37 \
    ctsResizeCount 0 \
    crit_path_max_fanout 18 \
    report.final.slew_viol_count 0 \
    crit_required_ns 3.60 \
    timing_worst_slew_pin_value_ns 0.764 \
    synth-seq-cells 68 \
    top_area_share_pct 20.5 \
    drtAntennaViolNets 0 \
    avg_cell_area_syn_um2 8.03 \
    timing.clock.skew_ns 0.00746 \
    drt-wirelength-per-cell_um 21.5 \
    clk-insertion-delay-late_ns 0.34 \
    crit_path_start_kind "input pin" \
    critical-path-max-stage-delay_ns 0.55 \
    setup_tns_ns 0 \
    setup_violations 0 \
    grt_first_pass_wirelength_mm 27.6 \
    route.final.wire_length_mm 17.3 \
    cts.sink_count 68 \
    synth.top_cells.by_count "sky130_fd_sc_hd__a21oi_1 (70), sky130_fd_sc_hd__nor2_1 (56), sky130_fd_sc_hd__dfxtp_1 (50)" \
    vias_in_the_first_global_route 4888 \
    synth_area_leader_cell "sky130_fd_sc_hd__dfxtp_1" \
    end_kind "flip-flop" \
    gr-usage-all-layers_pct 29.3 \
    port-buffer-count 62 \
    antenna_found_initial 0 \
    yosys_warn_count 3 \
    static-leakage-power_nw 2.23 \
    floorplan.initialDensity_pct 41.8 \
    drt-vias-per-instance 6.16 \
    post-route-period-util_pct 83.3 \
    drt_iter0_markers 464 \
    cts_tree "built" \
    yosysSeqAreaShare_pct 31.6 \
    globalRoute.totalOverflow 0 \
    synthMostInstantiatedCell "sky130_fd_sc_hd__a21oi_1" \
    achievable-frequency_mhz 353 \
    clk_transition_reported_paths_ns 0.05 \
    synth.yosys.num_cells 607 \
    ys_chip_area_mm2 0.00488 \
    cts.htree.levels 3 \
    tool_warnings 32 \
    critPathKind "input pin to flip-flop" \
    post-cts-setup-buffer-count 0 \
    timing.critical_path.slowest_stage_cell "sky130_fd_sc_hd__o31ai_1" \
    whs_path_depth 0 \
    drv.max_cap_violation_count 0 \
    irDropWorstVdd_mv 0.224 \
    synthFlopType "sky130_fd_sc_hd__dfxtp_1" \
    area_delta_synth_final_pct 22.1 \
    edf_count 18 \
    num_antenna_cells 0 \
    yosys-top-cells-area "sky130_fd_sc_hd__dfxtp_1 (21%), sky130_fd_sc_hd__edfxtp_1 (11%), sky130_fd_sc_hd__a21oi_1 (7.2%)" \
    die.size.y_um 112 \
    die_w_um 112 \
    ctsRootBufferMaster "sky130_fd_sc_hd__clkbuf_16" \
    finalHoldWorstSlack_ns 0.391 \
    post-route-drc-count 0 \
    power-per-cell-area_mw_per_mm2 372 \
    placement_rows 39 \
    run_status "completed" \
    clock_period_minus_final_worst_setup_slack_ns 2.83 \
    postCtsHoldBufs 0 \
    report.power.total_w 0.00222 \
    placement.setup.worst_slack_ns 0.301 \
    worst_slew_margin_rel_pct 48.9 \
    synthesis.area_mm2 0.00488 \
    cts_made_buffers 9 \
    fin_hold_viols 0 \
    detailroute.via_count 4949 \
    syn-instance-count 607 \
    asyncSetResetFlopFracSynth_pct 0 \
    die-area_mm2 0.0126 \
    place_congestion 1.02 \
    nFillCells 1101 \
]
routing by layer:
metal  up-vias  share of wire, %  GRT usage [%]
met5         -                 0              0
met4         0               6.0           15.1
met3        58               6.0           3.91
met2       225                46           47.0
met1      2343                41           39.6
li1       2323                 -              -
worst max-delay path, delay by kind of cell:
family | cells | cell delay [ns]
adder cells (fa/ha/maj) | 1 | 0.36
buffers and inverters | 2 | 0.71
AND-OR/OR-AND | 4 | 1.05
AND/OR/NAND/NOR | 1 | 0.23
layout make-up:
class,instances,area (um2),share of cell area [%]
tap,143,179,3.01
clock inverter,7,43.8,0.736
timing repair buffer,96,896,15.1
clock buffer,9,225,3.78
inverter,32,120,2.02
sequential,68,1540,25.9
multi-input combinational,449,2950,49.5
cell usage in the layout (no fill, tap or decap), drive strengths merged, types with 4 or more instances in the layout:
cell | synthesis | layout
a22oi | 4 | 4
edfxtp | 18 | 18
o21ai | 40 | 40
clkbuf | 30 | 9
o211ai | 4 | 4
dfxtp | 50 | 50
a221oi | 5 | 5
ha | 17 | 17
a21oi | 70 | 70
or2 | 4 | 4
nand2 | 34 | 34
clkdlybuf4s50 | 0 | 61
o22ai | 11 | 11
clkinv | 0 | 6
o31ai | 4 | 4
a211o | 5 | 5
o211a | 6 | 6
o31a | 4 | 4
buf | 28 | 35
nor2 | 56 | 56
nor3 | 8 | 8
nand3b | 5 | 5
xor2 | 5 | 5
a21o | 12 | 12
xnor2 | 6 | 6
a31oi | 12 | 12
a211oi | 15 | 15
nand3 | 8 | 8
nand2b | 22 | 22
o21a | 4 | 4
o221ai | 6 | 6
o221a | 6 | 6
inv | 32 | 32
nor2b | 18 | 18
mux2i | 17 | 17
report_power, final:
group | leakage, nW | total (W) | switching, W | internal (W)
logic | 1.52 | 0.000480 | 0.000280 | 0.000200
registers | 0.574 | 0.000891 | 0.0000214 | 0.000870
clock network | 0.133 | 0.000844 | 0.000355 | 0.000488
registers in the layout, indices dropped and copies added, names as in the netlist:
register / flops
i_char_coordinate.x: 9
i_char_colour.colour: 25
i_char_coordinate.y_start: 9
i_char_coordinate.counter: 6
i_char_colour.colour_out: 1
i_char_coordinate.x_start: 9
i_char_coordinate.y: 9
metrics by stage:
| stage | cells | util [%] | cell area [um2] |
|---|---|---|---|
| floorplan | 607 | - | 4880 |
| global placement | 788 | 48.7 | 5680 |
| detailed placement | 788 | 48.7 | 5680 |
| CTS | 804 | 51.0 | 5950 |
| global route | 804 | 51.0 | 5950 |
| finish | 804 | 51.0 | 5950 |
path summary, 6_finish.rpt:
path / start / end / slack (ns)
hold / removal: i_char_colour.colour[24] / i_char_colour.colour_out[4] / 0.39
setup / recovery: address[0] / i_char_colour.colour[23] / 0.57
setup reg to reg: i_char_coordinate.counter[3] / i_char_coordinate.y[8] / 1.23
hold reg to reg: i_char_colour.colour[24] / i_char_colour.colour_out[4] / 0.39
logic make-up after synthesis:
| logic type | Yosys count | synth area share [%] |
|---|---|---|
| compound gates | 235 | 32.9 |
| simple gates | 167 | 16.9 |
| buf+inv | 90 | 7.95 |
| flops | 68 | 31.6 |
| fa+ha+maj | 19 | 5.18 |
| mux | 17 | 3.49 |
| xor+xnor | 11 | 1.98 |
Power figures rest on the tool's default switching activity, not on a simulated workload.
