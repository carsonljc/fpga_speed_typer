File: flow/config.mk
export PLATFORM = sky130hd
export DESIGN_NAME = part2
export DESIGN_NICKNAME = part2
export VERILOG_FILES = /design/flow/design.v
export SDC_FILE = /design/flow/constraint.sdc
export NUM_CORES = 4
export LEC_CHECK = 1
export CORE_UTILIZATION = 40
File: flow/constraint.sdc
current_design part2

set clk_period 3.3
set clk_io_pct 0.2

create_clock -name clk0 -period $clk_period [get_ports {CLOCK_50}]

set non_clock_inputs [all_inputs -no_clocks]
set_input_delay [expr $clk_period * $clk_io_pct] -clock clk0 $non_clock_inputs
set_output_delay [expr $clk_period * $clk_io_pct] -clock clk0 [all_outputs]
File: flow/run.sh
#!/bin/bash
# OpenROAD 26Q1-2900-gdf79404cd8, Yosys 0.63+post, stock flow scripts
make -C /OpenROAD-flow-scripts/flow DESIGN_CONFIG=/design/flow/config.mk WORK_HOME=/design/flow/orfs finish
File: flow/design.v
module part2(SW,CLOCK_50,HEX0);
input CLOCK_50;
input [9:0]SW;
output [6:0]HEX0;
wire enable;
wire [3:0]counterout;
	selector s0(
		.switch(SW[1:0]),
		.clock(CLOCK_50),
		.enable(enable)
		);
	counter4bit c0(
		.enable(enable),
		.q(counterout)
		);
	hexDisplay h0(
		.c(counterout),
		.led(HEX0)
		);
endmodule
module counter4bit(enable,q);
	input enable;
	output reg [3:0]q=0;
	always @(posedge enable)
	begin
		if(q==15)
			q <= 0;
		else
			q <= q+1;
	end
endmodule
module selector(switch,clock,enable);
	input [1:0]switch;
	input clock;
	wire [2:0]q;
	output reg enable;
		RateDivider r3(
			.clock(clock),
			.d(200000000),
			.q(q[2])
			);
		RateDivider r2(
			.clock(clock),
			.d(100000000),
			.q(q[1])
			);
		RateDivider r1(
			.clock(clock),
			.d(50000000),
			.q(q[0])
			);
	always @(*)
		case(switch)
		1:
		enable = q[0];
		2:
		enable = q[1];
		3:
		enable = q[2];
		default:
		enable = clock;
		endcase
endmodule
module RateDivider(clock,d,q);
input clock;
input [27:0]d;
output reg q;
reg [27:0]counter=0;
	always @ (posedge clock)
	begin
		if (!counter)
			begin
				counter <= d-1;
				q <= 1; 
			end
		else if (q)
			q <= 0;
		else
			counter <= counter-1;
	end
endmodule
module hexDisplay(input[3:0]c,output[6:0]led);
	assign led[6]=((~c[0]&~c[1]&~c[2]&~c[3])|(~c[0]&~c[1]&~c[2]&c[3])
		|(~c[0]&c[1]&c[2]&c[3])|(c[0]&c[1]&~c[2]&~c[3]));
	assign led[5]=((~c[0]&~c[1]&~c[2]&c[3])|(~c[0]&~c[1]&c[2]&~c[3])|(~c[0]&~c[1]&c[2]&c[3])
		|(~c[0]&c[1]&c[2]&c[3])|(c[0]&c[1]&~c[2]&c[3]));
	assign led[4]=((~c[0]&~c[1]&~c[2]&c[3])|(~c[0]&~c[1]&c[2]&c[3])|(~c[0]&c[1]&~c[2]&~c[3])
		|(~c[0]&c[1]&~c[2]&c[3])|(~c[0]&c[1]&c[2]&c[3])|(c[0]&~c[1]&~c[2]&c[3]));
	assign led[3]=((~c[0]&~c[1]&~c[2]&c[3])|(~c[0]&c[1]&~c[2]&~c[3])|(~c[0]&c[1]&c[2]&c[3])
		|(c[0]&~c[1]&~c[2]&c[3])|(c[0]&~c[1]&c[2]&~c[3])|(c[0]&c[1]&c[2]&c[3]));
	assign led[2]=((~c[0]&~c[1]&c[2]&~c[3])|(c[0]&c[1]&~c[2]&~c[3])|(c[0]&c[1]&c[2]&~c[3])
		|(c[0]&c[1]&c[2]&c[3]));
	assign led[1]=((~c[0]&c[1]&~c[2]&c[3])|(~c[0]&c[1]&c[2]&~c[3])|(c[0]&~c[1]&c[2]&c[3])
		|(c[0]&c[1]&~c[2]&~c[3])|(c[0]&c[1]&c[2]&~c[3])|(c[0]&c[1]&c[2]&c[3]));
	assign led[0]=((~c[0]&~c[1]&~c[2]&c[3])|(~c[0]&c[1]&~c[2]&~c[3])|(c[0]&~c[1]&c[2]&c[3])
		|(c[0]&c[1]&~c[2]&c[3]));
endmodule
==> metrics.yaml <==
result_of_the_run: "complete, no violations"
drtAntennaViolNets: 0
placementRows: 38
netlist_area_before_placement_sq_um: 4424
gr-total-overflow: 0
clkSlewWorstSetupHoldPaths_ns: 0.08
timing.critical_path.max_delay_family: "buffers and inverters"
die_height_um: 107.2
final.min_clock_period_ns: 3.116
critPathMaxStageDelay_ns: 0.46
firstDrtPassIters: 4
synth.yosys.warnings: 6
first_global_vias: 3395
unrepaired_setup_endpoints_after_global_routing: "no"
cp_data_required_time_ns: 2.64
synth-edff-count: 0
max_fclk_mhz: 320.9
power.static_leakage_uw: 0.001852
slew_headroom_pct: 39.00
finClkSkew_ns: 0.008234
final_common_cell: "dfxtp_1"
layout_worst_path_cycle_share_pct: 94.43
dieArea_sq_um: 11490
ffs_w_async_s_r_synth_pct: 0
vias: 3702
rrSetupSlack_ns: 0.45
layout-drive-gt1-share_pct: 9.195
post_synth.cell_area_avg_sq_um: 8.744
numPortBuffers: 9
max_slew.worst_pin.slew_ns: 0.9022
timing_max_transition_violations_final: 0
sw_frac_of_total_pct: 19.86
cellInternalPower_uw: 1605
finalSetupTns_ns: 0
synthDistinctLibCells: 51
hold_ws_ns: 0.4608
detail_route.antenna_diodes: 0
yosysCellCount: 506
report.final.setup_viol: 0
total_switching_power_uw: 397.8
most-common-layout-cells: "dfxtp_1, nand2_1, nor2_1"
ys.flop_type: "dfxtp_1"
count_of_buffer_and_inverter_cells_on_the_critical_path: 2
grt_max_degree: 19
seq_power_share_pct: 53.0
critPathKind: "register to primary output"
critical_path_peak_fanout: 14
worst_setup_path_end_kind: "primary output"
drv.max_cap_violation_count: 0
clockPowerShare_pct: 46.8
cts_tree: "done"
worst_path_arrival_time_ns: 2.46
flow.area_growth_from_synthesis_pct: 11.60
power.density_cell_area_nw_per_um2: 405.6
post_synth_inst_count: 506
place_hpwl_um: 5874
slowest_stage: "dfxtp_2"
core_sq_um: 10790
grt_usage_pct: 17.02
grt_antenna_before_repair: 0
post_drt_via_cell_ratio: 5.592
final_core_util_pct: 45.75
timing.final.hold_violations: 0
worst_setup_path_start_kind: "register"
total_power_uw: 2002
io_pins: 18
floorplan.die.width_um: 107.2
grt_pass1_wl_um: 15440
drc_marker_count_from_the_first_detailed_route_iteration: 209
ys_chip_area_sq_um: 4424
routed_wl_um: 9016
cts.hold.buffers_added: 0
hold_path.class: "register to register"
clock_latency_ns: 0.58
synth_sequential_area_ratio_pct: 41.18
seq_cells_post_synth: 91
remaining_drc_errors: 0
fp_util_pct: 40.99
number_of_warnings_in_the_stage_logs: 39
comb_power_share_pct: 0.2
ir_drop_mv: 0.3196
gp_congestion: 0.8194
finish.instance_area_sq_um: 4937
path_cells: "inv_1 > ha_1 > nor2b_1 > a311oi_1 > o21ai_0 > clkdlybuf4s50_1"
postPlaceCellArea_sq_um: 4631
routed_wire_length_per_instance_um: 13.62
-- kinds of logic (layout without fill, tap and decap cells) --
family | after synthesis | count (layout) | synth area share, %
buf+inv | 37 | 53 | 3.535
fa+ha+maj | 11 | 11 | 3.111
mux | 14 | 14 | 3.620
simple gates | 220 | 220 | 27.80
xor+xnor | 31 | 31 | 6.137
compound gates | 102 | 102 | 14.62
flops | 91 | 91 | 41.18
-- metal layers --
layer,wire [um],track usage (%)
met1,4624,24.53
met2,3794,25.99
met3,434,5.332
met4,162,2.935
met5,0,0
-- state kept, by name, indices dropped and copies added (netlist names) --
register / cells
s0.r1.counter: 28
s0.r2.counter: 28
s0.r3.counter: 28
c0.q: 4
s0.r1.q: 1
s0.r2.q: 1
s0.r3.q: 1
-- Yosys cell counts, types with 4 or more instances --
cell / number / share of area (%)
nor4_1: 23 / 3.3
o21ai_0: 22 / 2.5
or2_2: 8 / 1.1
or3_1: 15 / 2.1
a31oi_1: 13 / 1.8
nor2b_1: 4 / 0.57
or4_1: 18 / 3.1
and4_1: 9 / 1.8
ha_1: 11 / 3.1
nand2_1: 38 / 3.2
nand4_1: 10 / 1.4
clkbuf_1: 13 / 1.1
nor3_1: 17 / 1.9
o41ai_1: 10 / 2.0
nor2_1: 35 / 3.0
mux2i_1: 7 / 1.6
dfxtp_1: 91 / 41
xor2_1: 14 / 2.8
nand2b_1: 4 / 0.57
nand3_1: 23 / 2.6
inv_1: 14 / 1.2
xnor2_1: 17 / 3.4
mux2_2: 6 / 1.5
o31ai_1: 14 / 2.4
buf_1: 4 / 0.34
a21oi_1: 28 / 3.2
-- worst register-to-register path, cell delays in order (launching register included) --
cell and delay, ns:
dfxtp_1 0.35, or4_1 0.71, or4b_1 0.67, or4_4 0.70, inv_2 0.22, nor2_1 0.07
-- path summary, 6_finish.rpt --
path                                   from                             end  cells past startpoint
max reg2reg   s0.r2.counter[3]$_SDFFE_PP1N_  s0.r2.counter[11]$_SDFFE_PP0N_                      5
min          s0.r3.counter[27]$_SDFFE_PP1N_  s0.r3.counter[27]$_SDFFE_PP1N_                      1
max                      c0.q[2]$_SDFF_PN0_                         HEX0[1]                      6
min reg2reg  s0.r3.counter[27]$_SDFFE_PP1N_  s0.r3.counter[27]$_SDFFE_PP1N_                      1
-- power by group through the flow --
| stage | clock (uW) | combinational, uW | sequential, uW |
|---|---|---|---|
| after CTS | 981 | 4.08 | 1060 |
| after global routing | 1020 | 4.23 | 1060 |
| final | 936 | 4.02 | 1060 |
-- layout make-up --
cell class,instances,area (sq um)
sequential,91,1823
clock inverter,3,40.04
fill,1013,5856
inverter,16,60.06
tap,140,175.2
timing repair buffer,14,127.6
clock buffer,20,265.3
multi-input combinational,378,2446
-- repair_timing --
item / 4_1_cts / 5_1_grt
gates resized: 0 / 1
endpoints found under the setup margin: 0 / 2
buffers inserted: 0 / 0
endpoints found under the hold margin: 0 / 0
-- through the flow --
stage                     std cells  worst slack [ns]
final                           662            0.1838
after global routing            662           0.04764
after CTS                       662         0.0005427
after detailed placement        639            0.4773
after global placement          639            0.4835
after floorplan                 506            0.7776
Power figures rest on the tool's default switching activity, not on a simulated workload.
