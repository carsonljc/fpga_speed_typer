## config.mk

```make
export PLATFORM = sky130hd
export DESIGN_NAME = Keyboard_Parser_Modifier
export DESIGN_NICKNAME = Keyboard_Parser_Modifier
export VERILOG_FILES = /design/flow/design.v
export SDC_FILE = /design/flow/constraint.sdc
export NUM_CORES = 4
export LEC_CHECK = 1
export CORE_UTILIZATION = 50
```

## design.v

```verilog
module Keyboard_Parser_Modifier (
	input        clk               ,
	input        resetn            ,
	input        get_next_character,
	input        enable_next_level ,
	output [7:0] num_char          ,
	output [7:0] comparison_data   ,
	output [95:0] sequence_
);
	wire load_sequence;
Keyboard_Input_Shift i_Keyboard_Input_Shift (
	.clk               (clk               ),
	.sequence_          (sequence_        ),
	.resetn            (resetn            ),
	.load_sequence     (load_sequence     ),
	.get_next_character(get_next_character),
	.comparison_data   (comparison_data   )
);
next_level i_next_level (
	.clk              (clk              ),
	.resetn           (resetn           ),
	.enable_next_level(enable_next_level),
	.load_sequence    (load_sequence    ),
	.sequence_      	(sequence_      ),
	.num_char         (num_char         )
);
endmodule
module Keyboard_Input_Shift (
	input         clk               ,
	input  [95:0] sequence_         ,
	input         resetn            ,
	input         load_sequence     ,
	input         get_next_character,
	output [7:0] comparison_data	  
);
		reg [95:0] sequence_data;
		always @(posedge clk) begin : sequence_left_shift
			if (!resetn) begin
				sequence_data <= 0;
			end
			else if (get_next_character) begin
				sequence_data <= (sequence_data<<8);
			end
			else if (load_sequence) begin
				sequence_data <= sequence_;
			end
		end
		assign comparison_data = sequence_data[95:88];
endmodule
module next_level (
	input             clk              ,
	input             resetn           ,
	input             enable_next_level,
	output reg        load_sequence    ,
	output reg [95:0] sequence_        ,
	output reg [ 7:0] num_char			  	
);
		reg [2:0] current_state, next_state;
		reg get_sequence;
		localparam
		S_WAIT_START = 3'd0,
		S_LOAD_NEXT  = 3'd1,
		S_LOAD_WAIT	 = 3'd2,
		S_GET_SEQUENCE = 3'd3,
		ECF 			= 96'h24_21_2B_00_00_00_00_00_00_00_00_00,
		VGA 			= 96'h2A_34_1C_00_00_00_00_00_00_00_00_00,
		VHDL 			= 96'h2A_33_23_4B_00_00_00_00_00_00_00_00,
		BAHEN 			= 96'h32_1C_33_24_31_00_00_00_00_00_00_00,
		X2TEGG 			= 96'h1E_2C_24_34_34_00_00_00_00_00_00_00,
		HELLO       	= 96'h33_24_4B_4B_44_00_00_00_00_00_00_00,
		WORLD 			= 96'h1D_44_2D_4B_23_00_00_00_00_00_00_00,
		SKULE 			= 96'h1B_42_3C_4B_24_00_00_00_00_00_00_00,
		DE1SOC			= 96'h23_24_16_1B_44_21_00_00_00_00_00_00,
		GODIVA 			= 96'h34_44_23_43_2A_1C_00_00_00_00_00_00,
		QUARTUS 		= 96'h15_3C_1C_2D_2C_3C_1B_00_00_00_00_00,
		PROJECT 		= 96'h4D_2D_44_3B_24_21_2C_00_00_00_00_00,
		VERILOG     	= 96'h2A_24_2D_43_4B_44_34_00_00_00_00_00,
		TORONTO			= 96'h2C_44_2D_44_31_2C_44_00_00_00_00_00,
		DIGITAL 		= 96'h23_43_34_43_2C_1C_4B_00_00_00_00_00,
		SYSTEMS 		= 96'h1B_35_1B_2C_24_3A_1B_00_00_00_00_00,
		FLEMING 		= 96'h2B_4B_24_3A_43_31_34_00_00_00_00_00,
		MODELSIM 		= 96'h3A_44_23_24_4B_1B_43_3A_00_00_00_00,
		SANDFORD 		= 96'h1B_1C_31_23_2B_44_2D_23_00_00_00_00,
		KEYBOARD 		= 96'h42_24_35_32_44_1C_2D_23_00_00_00_00,
		COMPUTER		= 96'h21_44_3A_4D_3C_2C_24_2D_00_00_00_00,
		GAILBRAITH		= 96'h34_1C_4B_32_2D_1C_43_2C_33_00_00_00,
		MECHANICAL 		= 96'h3A_24_21_33_1C_31_43_21_1C_4B_00_00,
		UNIVERSITY  	= 96'h3C_31_43_2A_24_2D_1B_43_2C_35_00_00,
		ELECTRICAL  	= 96'h24_4B_24_21_2C_2D_43_21_1C_4B_00_00,
		FROSHLEEDUR 	= 96'h2B_2D_44_1B_33_4B_24_24_23_3C_2D_00,
		PROGRAMMING 	= 96'h4D_2D_44_34_2D_1C_3A_3A_43_31_34_00,
		ENGINEERING 	= 96'h24_31_34_43_31_24_24_2D_43_31_34_00,
		CONVOCATION 	= 96'h21_44_31_2A_44_21_1C_2C_43_44_31_00,
		X5CSEMA5F31C6 	= 96'h2E_21_1B_24_3A_1C_2E_2B_26_16_21_36;
	reg [3:0] address;
	always @(*) begin : state_table
		case (current_state)
			S_WAIT_START   : next_state = (enable_next_level) ? S_LOAD_NEXT : S_WAIT_START;
			S_LOAD_NEXT    : next_state = S_LOAD_WAIT;
			S_LOAD_WAIT    : next_state = (enable_next_level) ? S_GET_SEQUENCE : S_LOAD_WAIT;
			S_GET_SEQUENCE : next_state = S_LOAD_NEXT;
			default        : next_state = S_WAIT_START;
		endcase
	end
	always @(*) begin : enable_signals
		load_sequence = 1'd0;
		get_sequence  = 1'b0;
		case (current_state)
			S_GET_SEQUENCE : begin
				get_sequence = 1'b1;
			end
			S_LOAD_NEXT : begin
				load_sequence = 1'd1;
			end
		endcase  
	end
		always @(posedge clk)begin
			if (!resetn)
				address <= 0;
			else if (get_sequence == 1'b1 && resetn  )
				address <= address + 4'b1;
		end
	always@(posedge clk)
		begin : state_FFs
			if(!resetn)
				current_state <= S_WAIT_START;
			else
				current_state <= next_state;
		end  
		always @(*) begin
			case(address)
				4'd0 : begin
					sequence_ = ECF;
					num_char  = 8'h03;
				end
				4'd1 : begin
					sequence_ = VGA;
					num_char  = 8'h03;
				end
				4'd2 : begin
					sequence_ = VHDL;
					num_char  = 8'h04;
				end
				4'd3 : begin
					sequence_ = BAHEN;
					num_char  = 8'h05;
				end
				4'd4 : begin
					sequence_ = X2TEGG;
					num_char  = 8'h05;
				end
				4'd5 : begin
					sequence_ = HELLO;
					num_char  = 8'h05;
				end
				4'd6 : begin
					sequence_ = WORLD;
					num_char  = 8'h05;
				end
				4'd7 : begin
					sequence_ = SKULE;
					num_char  = 8'h05;
				end
				4'd8 : begin
					sequence_ = DE1SOC;
					num_char  = 8'h06;
				end
				4'd9 : begin
					sequence_ = GODIVA;
					num_char  = 8'h06;
				end
				4'd10 : begin
					sequence_ = QUARTUS;
					num_char  = 8'h07;
				end
				4'd11 : begin
					sequence_ = PROJECT;
					num_char  = 8'h07;
				end
				4'd12 : begin
					sequence_ = VERILOG;
					num_char  = 8'h07;
				end
				4'd13 : begin
					sequence_ = TORONTO;
					num_char  = 8'h07;
				end
				4'd14 : begin
					sequence_ = DIGITAL;
					num_char  = 8'h07;
				end
				4'd15 : begin
					sequence_ = SYSTEMS;
					num_char  = 8'h07;
				end
				4'd16 : begin
					sequence_ = FLEMING;
					num_char  = 8'h07;
				end
				4'd17 : begin
					sequence_ = MODELSIM;
					num_char  = 8'h08;
				end
				4'd18 : begin
					sequence_ = SANDFORD;
					num_char  = 8'h08;
				end
				4'd19 : begin
					sequence_ = KEYBOARD;
					num_char  = 8'h08;
				end
				4'd20 : begin
					sequence_ = COMPUTER;
					num_char  = 8'h08;
				end
				4'd21 : begin
					sequence_ = GAILBRAITH;
					num_char  = 8'h09;
				end
				4'd22 : begin
					sequence_ = MECHANICAL;
					num_char  = 8'h0A;
				end
				4'd23 : begin
					sequence_ = UNIVERSITY;
					num_char  = 8'h0A;
				end
				4'd24 : begin
					sequence_ = ELECTRICAL;
					num_char  = 8'h0A;
				end
				4'd25 : begin
					sequence_ = FROSHLEEDUR;
					num_char  = 8'h0B;
				end
				4'd26 : begin
					sequence_ = PROGRAMMING;
					num_char  = 8'h0B;
				end
				4'd27 : begin
					sequence_ = ENGINEERING;
					num_char  = 8'h0B;
				end
				4'd28 : begin
					sequence_ = CONVOCATION;
					num_char  = 8'h0B;
				end
				4'd29 : begin
					sequence_ = X5CSEMA5F31C6;
					num_char  = 8'h0C;
				end
				default : begin
					sequence_ = ECF;
					num_char  = 8'h03;
				end
			endcase
		end
endmodule
```

## run.sh

```bash
#!/bin/bash
# OpenROAD 26Q1-2900-gdf79404cd8, Yosys 0.63+post, stock flow scripts
make -C /OpenROAD-flow-scripts/flow DESIGN_CONFIG=/design/flow/config.mk WORK_HOME=/design/flow/orfs finish
```

## constraint.sdc

```tcl
current_design Keyboard_Parser_Modifier

set clk_period 5.0
set clk_io_pct 0.2

create_clock -name clk0 -period $clk_period [get_ports {clk}]

set non_clock_inputs [all_inputs -no_clocks]
set_input_delay [expr $clk_period * $clk_io_pct] -clock clk0 $non_clock_inputs
set_output_delay [expr $clk_period * $clk_io_pct] -clock clk0 [all_outputs]
```

==> results.tsv <==
metric	value	unit
run_status	finished clean	
max-cap-violations	0	
classification_of_the_worst_slack_hold_path	register to register	
path_class	input pin to register	
gp_congestion	0.896	
grt_use_total	0.250	
clock_insertion_delay_worst_skew	370	ps
fin_skew	14.1	ps
timing.max_slew.rel_slack	0.430	
cts_tree	done	
die-height	102	microns
ys_cells	579	
netlist_top_cells_area	sky130_fd_sc_hd__dfxtp_1, sky130_fd_sc_hd__mux2i_1, sky130_fd_sc_hd__buf_4	
grt_overflow_total	0	
cts_htree_levels	3	
floorplan.core_area	9770	sq um
grt_setup_unrepaired	no	
fp.dieArea	10500	sq um
number_of_distinct_standard_cells_referenced_by_the_synthesized_netlist	54	
numSynthFlops	107	
antenna_cells_inserted	0	
ys.warnings.count	16	
worst_flop_to_flop_path_startpoint	i_next_level.address[1]$_SDFFE_PN0P_	
detailedPlacementHpwl	8.70	mm
grt_first_pass_wirelength	18.8	mm
avgRoutedWirePerCell	16.5	microns
synth_largest_type_area_fraction	0.426	
syn-cell-area	5030	sq um
crit-reg2reg-capture	i_Keyboard_Input_Shift.sequence_[60]$_DFF_P_	
crit_path_max_fanout	20	
required	5240	ps
timing.critical_path.slowest_stage_cell	sky130_fd_sc_hd__ha_1	
post_cts_hold_buffer_count	0	
wirelength	12.3	mm
cts.reportedPaths.clkPinSlew	90	ps
crit_path_end_kind	register	
pin_count_of_the_biggest_net_entering_global_routing	59	
critical_path.n_buffers_inverters	3	
yosys_area	5030	sq um
place.port_buffers	62	
worst_max_slew_pin_slew	855	ps
layout.core_utilization	0.573	
cp_top_family	buffers and inverters	
critical_path.cell_chain	clkdlybuf4s50_1 -> buf_4 -> nand2_1 -> inv_1 -> ha_1 -> o22ai_1 -> a21oi_1	
ff2ff_setup_slack	2280	ps
drt-pass1-iter-count	4	
grt_pass1_vias	3291	
ys_seq_share	0.426	
io-pin-count	116	
via_per_inst	5.07	
synth_async_sr_flop_share	0	
synth-edff-count	0	
power	1.48	mW
critPathArrivalTime	3500	ps
min_period	3250	ps
synth_top_flop_cell	sky130_fd_sc_hd__dfxtp_1	
worstSetupEndpoint	i_Keyboard_Input_Shift.sequence_[76]$_DFF_P_	
power_density	264	nW/um^2
achievable-frequency	0.307	GHz
timing.critical_path.depth	7	
peak_supply_drop	0.000120	V
setup_violations	0	
netlist.top_cell.by_area	sky130_fd_sc_hd__dfxtp_1	
post-cts-setup-buffers	0	
final-max-slew-violation-count	0	
cts.sink_count	107	
antenna_found_initial	0	
synth_cells	579	
final_min_period_over_clock_period	0.651	
log.warning_count	32	
fillCellCount	918	
cts_root_buffer	sky130_fd_sc_hd__clkbuf_8	
area_delta_synth_final	11.4	%
fraction_of_layout_instances_using_a_drive_strength_above_1	0.0569	
finalSetupTns	0	ps
ant_nets	0	
initialDrtViolationCount	184	
critPathMaxStageDelay	560	ps
worst-r2r-cell-count	7	
die_x	102	microns
cts_buffer_depth	2	
drt_drc_violations_left	0	
syn-mean-instance-area	8.69	sq um
leakagePower	2.25	nW
numCtsBuffers	9	
timing.critical_path.from	resetn	
fp_util	0.515	
startpoint_type	input pin	
timing.final.hold_violations	0	
post_cts.resized_instances	0	
rows	36	
route.vias.total	3792	
[synthesized netlist by cell type, types with 6 or more instances]
cell and number:
sky130_fd_sc_hd__a21oi_1 71, sky130_fd_sc_hd__clkbuf_1 13, sky130_fd_sc_hd__nand3_1 8, sky130_fd_sc_hd__nand2_1 27, sky130_fd_sc_hd__dfxtp_1 107, sky130_fd_sc_hd__buf_1 6, sky130_fd_sc_hd__mux2i_1 50, sky130_fd_sc_hd__buf_2 13
sky130_fd_sc_hd__inv_1 7, sky130_fd_sc_hd__o21ai_0 13, sky130_fd_sc_hd__and3_1 7, sky130_fd_sc_hd__buf_4 66, sky130_fd_sc_hd__ha_1 9, sky130_fd_sc_hd__nor3_1 6, sky130_fd_sc_hd__nor2_1 110
[per-stage QoR]
step                      instances  area, sq um  worst slack [ps]  hold WS (ps)
after CTS                       748         5610              1810           476
after detailed placement        732         5410              1440           453
final                           748         5610              1750           478
after floorplan                 631         5230              2570           431
after global routing            748         5610              1580           494
after global placement          732         5410              1510           440
[layout by cell type (no fill, tap or decap), types with 2 or more instances in the layout]
master / netlist / layout
sky130_fd_sc_hd__a211oi_1: 5 / 5
sky130_fd_sc_hd__a21boi_0: 3 / 3
sky130_fd_sc_hd__a21o_1: 2 / 2
sky130_fd_sc_hd__a21oi_1: 71 / 71
sky130_fd_sc_hd__a2bb2oi_1: 2 / 2
sky130_fd_sc_hd__a31oi_1: 2 / 2
sky130_fd_sc_hd__and3_1: 7 / 7
sky130_fd_sc_hd__buf_4: 66 / 6
sky130_fd_sc_hd__clkbuf_8: 0 / 9
sky130_fd_sc_hd__clkdlybuf4s50_1: 0 / 61
sky130_fd_sc_hd__clkinv_4: 0 / 2
sky130_fd_sc_hd__conb_1: 1 / 53
sky130_fd_sc_hd__dfxtp_1: 107 / 106
sky130_fd_sc_hd__ha_1: 9 / 9
sky130_fd_sc_hd__inv_1: 7 / 7
sky130_fd_sc_hd__inv_2: 2 / 2
sky130_fd_sc_hd__mux2i_1: 50 / 50
sky130_fd_sc_hd__nand2_1: 27 / 27
sky130_fd_sc_hd__nand3_1: 8 / 8
sky130_fd_sc_hd__nand3b_1: 3 / 3
sky130_fd_sc_hd__nor2_1: 110 / 110
sky130_fd_sc_hd__nor2b_1: 2 / 2
sky130_fd_sc_hd__nor3_1: 6 / 6
sky130_fd_sc_hd__o211ai_1: 4 / 4
sky130_fd_sc_hd__o21ai_0: 13 / 13
sky130_fd_sc_hd__o21ai_1: 2 / 2
sky130_fd_sc_hd__o22ai_1: 5 / 5
sky130_fd_sc_hd__o31a_1: 2 / 2
sky130_fd_sc_hd__or3_1: 2 / 2
sky130_fd_sc_hd__xnor2_1: 2 / 2
sky130_fd_sc_hd__xnor2_4: 2 / 2
sky130_fd_sc_hd__xor2_1: 3 / 3
[how the worst min path moves through the flow]
stage / start / to / slack [ps] / cells past startpoint
after global routing: i_next_level.current_state[0]$_DFF_P_ / i_next_level.current_state[0]$_DFF_P_ / 490 / 1
final: i_next_level.current_state[0]$_DFF_P_ / i_next_level.current_state[0]$_DFF_P_ / 480 / 1
after CTS: i_next_level.current_state[0]$_DFF_P_ / i_next_level.current_state[0]$_DFF_P_ / 480 / 1
[kinds of logic after synthesis]
logic type	count (synthesis)	share of synthesized area
multiplexers	53	0.108
flip-flops	107	0.426
other	1	0.000746
AND/OR/NAND/NOR	171	0.146
buffers and inverters	110	0.137
adder cells (fa/ha/maj)	9	0.0224
XOR/XNOR	7	0.0197
AND-OR/OR-AND	121	0.140
[power by group]
group,leakage [nW],switching [mW],internal [mW]
clock,0.103,0.297,0.238
combinational,1.28,0.0454,0.0292
sequential,0.865,0.00903,0.861
total,2.25,0.351,1.13
[area by class of cell]
type | count | area, sq um | share of cell area
timing repair buffer | 68 | 661 | 0.118
sequential | 107 | 2140 | 0.382
inverter | 10 | 40.0 | 0.00714
clock buffer | 10 | 128 | 0.0228
clock inverter | 6 | 72.6 | 0.0129
multi-input combinational | 414 | 2390 | 0.427
tap | 133 | 166 | 0.0297
[per-layer routing]
metal  share of wire  vias up  global-route usage
li1                -     1898                   -
met1            0.48     1755               0.410
met2            0.45      131               0.381
met3           0.066        8              0.0292
met4          0.0077        0              0.0231
met5               0        -                   0
[registers in the layout, summed over array words and instances (netlist names)]
register                              count
i_next_level.address                      4
i_Keyboard_Input_Shift.sequence_data     48
num_char                                  3
i_Keyboard_Input_Shift.sequence_         48
i_next_level.current_state                4
Power and IR drop assume default switching activity.
